<file path="/design/flow/design.v">
module single_port_ram
#(parameter addr_width = 6,
parameter data_width = 8,
parameter depth = 64)
                (
                input [data_width-1:0] data,   
				input [addr_width-1:0] addr,   
				input en,clk,                  
				output [data_width-1:0] q      
				);
reg [data_width-1:0] ram [depth-1:0];
reg [addr_width-1:0] addr_reg;
always @(posedge clk)
begin
if(en)                      
     ram[addr] <=data; 
	 else                   
	     addr_reg <=addr;   
end
assign q= ram[addr_reg];   
endmodule
</file>
<file path="/design/flow/run.sh">
#!/bin/bash
# OpenROAD 26Q1-2900-gdf79404cd8, Yosys 0.63+post, stock flow scripts
make -C /OpenROAD-flow-scripts/flow DESIGN_CONFIG=/design/flow/config.mk WORK_HOME=/design/flow/orfs finish
</file>
<file path="/design/flow/config.mk">
export PLATFORM = sky130hd
export DESIGN_NAME = single_port_ram
export DESIGN_NICKNAME = single_port_ram
export VERILOG_FILES = /design/flow/design.v
export SDC_FILE = /design/flow/constraint.sdc
export NUM_CORES = 4
export LEC_CHECK = 1
export CORE_UTILIZATION = 30
</file>
<file path="/design/flow/constraint.sdc">
current_design single_port_ram

set clk_period 12.7
set clk_io_pct 0.2

create_clock -name clk0 -period $clk_period [get_ports {clk}]

set non_clock_inputs [all_inputs -no_clocks]
set_input_delay [expr $clk_period * $clk_io_pct] -clock clk0 $non_clock_inputs
set_output_delay [expr $clk_period * $clk_io_pct] -clock clk0 [all_outputs]
</file>
==> impl_metrics.env <==
# physical design summary
export IMPL_synth_flop_count=524
export IMPL_drtAntennaViolNets=0
export IMPL_synth_cell_type_count=36
export IMPL_use_met2=0.2256
export IMPL_critical_path_startpoint_type="flip-flop"
export IMPL_grt_first_pass_wirelength_um=68570
export IMPL_share_of_flip_flops_with_an_asynchronous_set_or_reset=0
export IMPL_tritoncts_num_buffers=49
export IMPL_initCoreUtil=0.3060
export IMPL_tritoncts_num_sinks=524
export IMPL_detailedRoute_firstPassIterationCount=4
export IMPL_maxCapViolCount=0
export IMPL_cp_max_fo=35
export IMPL_synth_area_sq_um=20300
export IMPL_grt_busiest_layer="met2"
export IMPL_latency_at_later_pin_ns=0.56
export IMPL_routed_via_density=5.004
export IMPL_grt_setup_unrepaired="false"
export IMPL_path_class="flip-flop to output pin"
export IMPL_number_of_flip_flops_in_the_largest_register=512
export IMPL_global_routing_usage_on_met1=0.1783
export IMPL_cts_hold_repair_buffers=0
export IMPL_grt_antenna_before_repair=5
export IMPL_warnings=25
export IMPL_ios=24
export IMPL_cellPowerDensity_nw_per_um2=155.4
export IMPL_synth_edff_count=518
export IMPL_globalRoute_totalOverflow=0
export IMPL_dieHeight_um=262.1
export IMPL_ctsResizeCount=0
export IMPL_relSlewSlack=0.2460
export IMPL_first_iter_violations=634
export IMPL_finalWeightedCongestion=0.8693
export IMPL_cp_data_arrival_time_ns=4.40
export IMPL_holdCritPathClass="flip-flop to flip-flop"
export IMPL_pin_count_of_the_biggest_net_entering_global_routing=65
export IMPL_die_width_um=262.1
export IMPL_grt_use_met3=0.09536
export IMPL_vias=9562
export IMPL_coreArea_sq_um=66330
export IMPL_drv_slew=0
export IMPL_die_area_sq_um=68700
export IMPL_clkTransAtPathRegs_ns=0.06
export IMPL_dp_hpwl_um=27650
export IMPL_postSynth_topFlopCell="edfxtp_1"
export IMPL_numPlacedInstances=1820
export IMPL_cts_htree_levels=2
export IMPL_yosysWarningCount=1
export IMPL_yosys_stat_area_sq_um=20300
export IMPL_number_of_global_route_vias_before_repair=10522
export IMPL_worst_slew_pin_transition_ns=1.127
export IMPL_timing_reg2reg_setup_slack_ns=11.96
export IMPL_synth_stat_cells=937
export IMPL_setup_viol_count_final=0
export IMPL_fmax_ghz=0.1441
export IMPL_leakagePower_nw=7.082
export IMPL_run_status="completed"
export IMPL_syn_inst=937
export IMPL_floorplan_rows=94
export IMPL_clock_root_buffer="clkbuf_16"
export IMPL_post_synth_cell_area_avg_sq_um=21.66
export IMPL_clock_tree_buffer_depth=3
export IMPL_remaining_drc_errors=0
export IMPL_cts_post_setup_buffers_inserted=0
export IMPL_io_buffer_count=23
export IMPL_layout_drive_gt1_share=0.2543
export IMPL_post_route_period_util=0.5464
export IMPL_routed_wirelength_um=46090
export IMPL_end_kind="output pin"
export IMPL_synth_sequential_area_ratio=0.7723
export IMPL_cts_tree="built"
export IMPL_worst_ir_drop_vdd_mv=0.1015
export IMPL_required_time_of_the_critical_path_ns=10.16
export IMPL_n_fill_cell=6041
export IMPL_flow_area_growth_from_synthesis_pct=14.36
export IMPL_grt_total_usage=0.1468
export IMPL_period_minus_slack_ns=6.939
export IMPL_avgRoutedWirePerCell_um=24.12
export IMPL_timing_setup_tns_ns=0
export IMPL_finalHoldViolations=0
export IMPL_clock_skew_ns=0.003267
export IMPL_finish_cell_count_without_fillers=1911
## where the power goes
part           switching (W)  total [W]  internal, W
clock network       0.000606    0.00142     0.000818
logic               0.000142   0.000250     0.000108
registers          0.0000183    0.00193      0.00192
## per-stage QoR
step	total power (W)	utilization	hold WS, ns	setup WS [ns]	area [sq um]
after global routing	0.003720	0.3499	0.4821	5.392	23210
after detailed placement	0.002223	0.3262	0.4542	6.239	21640
after floorplan	0.002118	-	0.4478	8.314	20300
final	0.003607	0.3499	0.4679	5.761	23210
after global placement	0.002222	0.3262	0.4494	6.234	21640
after CTS	0.003642	0.3499	0.4728	5.623	23210
## synthesized netlist by cell type, drive strengths merged, types with 2 or more instances
library cell | n | share of area
a32o | 2 | 0.00099
a211oi | 7 | 0.0026
a21oi | 7 | 0.0017
nor2b | 10 | 0.0031
nand3 | 7 | 0.0017
nand2 | 15 | 0.0028
o22ai | 16 | 0.0049
mux2 | 8 | 0.0044
o21ai | 16 | 0.0039
edfxtp | 518 | 0.77
nand2b | 9 | 0.0028
a221oi | 6 | 0.0026
or3 | 3 | 0.00092
clkbuf | 21 | 0.0039
a22o | 4 | 0.0017
mux4 | 130 | 0.14
nor3b | 2 | 0.00074
buf | 32 | 0.011
mux2i | 18 | 0.0089
a31o | 2 | 0.00086
nor2 | 65 | 0.012
nor3 | 15 | 0.0037
or3b | 2 | 0.00086
dfxtp | 6 | 0.0059
o221ai | 11 | 0.0047
## placed cells by master, fill, tap and decap left out, types with 11 or more instances in the layout
master and n:
nor2_1 65, clkdlybuf4s50_1 15, buf_4 49, mux2i_1 18
nor3_1 15, o22ai_1 16, o221ai_1 11, clkinv_1 17
mux4_2 126, edfxtp_1 518, nand2_1 15, clkbuf_16 50
o21ai_0 13
## cell families (layout without fill, tap and decap cells)
family	Yosys count	in the layout	synth area share
AND-OR/OR-AND	71	71	0.02410
buffers and inverters	54	163	0.01535
flip-flops	524	524	0.7723
multiplexers	156	156	0.1583
other	0	1	0
AND/OR/NAND/NOR	132	132	0.02990
## worst paths after layout
path | cells past startpoint | from | to
setup / recovery | 7 | flip-flop | q[1]
hold / removal | 1 | addr_reg[1] | flip-flop
setup reg to reg | 1 | addr_reg[0] | flip-flop
hold reg to reg | 1 | addr_reg[1] | flip-flop
## layout make-up
cell class,count,area [sq um],area share
Clock buffer,54,1266,0.05455
Sequential cell,524,15690,0.6758
Multi-Input combinational cell,359,4309,0.1857
Inverter,1,3.754,0.0001617
Tap cell,864,1081,0.04658
Clock inverter,36,302.8,0.01305
Timing Repair Buffer,72,558.0,0.02404
Antenna cell,1,2.502,0.0001078
## metal layers
layer / share of wire / vias up / wire length (um)
met5: 0.0028 / - / 131
met4: 0.024 / 12 / 1102
met3: 0.14 / 81 / 6394
met2: 0.48 / 535 / 21990
met1: 0.36 / 4855 / 16470
li1: - / 4079 / -
## worst max-delay path, stage by stage, from the launching register on
cell and delay, ns:
dfxtp_4 0.67, buf_4 0.65, buf_4 0.69, mux4_2 0.61, o22ai_1 0.24, o21ai_0 0.18, a32o_1 0.34, clkdlybuf4s50_1 0.41
Power figures rest on the tool's default switching activity, not on a simulated workload.
