<file path="design/flow/design.v">
module alu (a, b, opcode, rslt);
input [3:0] a, b;
input [2:0] opcode;
output [7:0] rslt;
reg [7:0] rslt;
parameter add_op = 3'b000,
sub_op = 3'b001,
mul_op = 3'b010,
and_op = 3'b011,
or_op = 3'b100,
not_op = 3'b101,  
xor_op = 3'b110,
xnor_op = 3'b111;
always @ (a or b or opcode)
begin
case (opcode)
add_op: rslt = a + b;
sub_op: rslt = a - b;
mul_op: rslt = a * b;
and_op: rslt = a & b;  
or_op: rslt = a | b;
not_op: rslt = ~a;  
xor_op: rslt = a ^ b;
xnor_op: rslt = ~(a ^ b);
endcase
end
endmodule
</file>
<file path="design/flow/run.sh">
#!/bin/bash
# OpenROAD 26Q1-2900-gdf79404cd8, Yosys 0.63+post, stock flow scripts
make -C /OpenROAD-flow-scripts/flow DESIGN_CONFIG=/design/flow/config.mk WORK_HOME=/design/flow/orfs finish
</file>
<file path="design/flow/config.mk">
export PLATFORM = sky130hd
export DESIGN_NAME = alu
export DESIGN_NICKNAME = alu
export VERILOG_FILES = /design/flow/design.v
export SDC_FILE = /design/flow/constraint.sdc
export NUM_CORES = 4
export LEC_CHECK = 1
export CORE_AREA = 10 10 80 80
export DIE_AREA = 0 0 90 90
</file>
<file path="design/flow/constraint.sdc">
current_design alu

set clk_period 4.3
set clk_io_pct 0.2

create_clock -name clk0 -period $clk_period

set non_clock_inputs [all_inputs -no_clocks]
set_input_delay [expr $clk_period * $clk_io_pct] -clock clk0 $non_clock_inputs
set_output_delay [expr $clk_period * $clk_io_pct] -clock clk0 [all_outputs]
</file>
==> reports/results.txt <==
RSZ-0062 raised after global routing -> true
Yosys stat chip area -> 1062 µm²
Die Y -> 90 µm
Worst Hold Class -> in -> out
Registers -> 0
Crit path launch type -> primary input
Share of layout cells above drive strength 1 -> 33.52%
Hold_ws -> 2471 ps
Layout clock buffers -> 0
Fillers -> 470
Status -> finished, final reports clean
Slew headroom -> 65.37%
VDD IR-drop max -> 0.03318 mV
Drt pass-1 iters -> 4
CP arrival -> 3340 ps
Vias -> 1043
Max cap viols -> 0
Ys Warns -> 1
GPL Wtd Cong -> 0.8511
Placed cell areas -> 1486 µm²
Chip area -> 8100 µm²
Area grow syn2layout -> 51.83%
Largest net degree at the start of global routing -> 11
Final Util -> 34.15%
Post-DRT Antenna Nets -> 0
Hold Path Stages -> 7
Core Area -> 4723 µm²
Cell area leaders -> ha_1, fa_1, inv_1
OpenROAD warnings -> 41
Via density -> 4.292
Final setup violation count -> 0
DRC -> 0
FP Util -> 22.49%
Synth cell types -> 32
Syn Area/Cell -> 7.927 µm²
Area leader, netlist -> ha_1
Vias in the first global route -> 1076
Hpwl dp -> 2321 µm
PD cells -> 121.9 nW/µm²
Period minus WS final -> 4196 ps
Placed Cells -> 241
Critical path peak fanout -> 3
Design area -> 1613 µm²
Routed WL per cell -> 11.03 µm
Final Non-Filler Cells -> 243
Critical Path RT -> 3440 ps
Leak -> 0.0007921 µW
Cells after synthesis -> 134
WHS Endpoint -> rslt[3]
Row count -> 25
ANT cells -> 0
Register Area -> 0 µm²
Initial antenna violation count -> 0
Post-route clock period utilization -> 97.59%
Final Max Slew Viols -> 0
Area share, top type -> 28.27%
I/O pin count -> 19
Die width -> 90 µm
Hold-fix buffers, CTS -> 0
Peak Freq -> 0.2383 GHz
Hold Startpoint -> a[2]
First-pass GRT wire length -> 4878 µm
CP Class -> in -> out
Slew @ Worst Pin -> 515.4 ps
Drt initial violations -> 28
Yosys cell count -> 134
Overflow after GRT -> 0
Seq share, synth -> 0%
Hold Fails Final Rpt -> 0
GRT Util Overall -> 6.833%
Syn Std Cell Area -> 1062 µm²
Worst Setup End Kind -> primary output
Final wirelength -> 2681 µm
Port buffer count -> 19
[synthesized netlist by cell type, types with 3 or more instances]
library cell and number:
nand2_1 11, nand2b_1 5, inv_1 20, o21ai_1 3, fa_1 6, nor3_1 3, nor2_1 12, xor2_1 5
o21ai_0 8, mux2i_1 4, ha_1 24, a21oi_1 8
[routing by layer]
layer	track usage [%]	up-vias	wire length (µm)
met5	0	-	0
met4	0	0	0
met3	0.8382	0	78
met2	12.53	11	1346
met1	8.846	487	1256
li1	-	545	-
[what timing repair did]
item	in CTS	in global routing
gates resized	48	19
endpoints found under the setup margin	6	3
setup buffers	1	1
pin swaps	19	13
[power by group]
part,internal [µW],total (µW),leakage [µW],switching (µW)
Sequential,0,0,0,0
Clock,0,0,0,0
Combinational,108,197,0.000792,88.3
[worst max-delay path, cell delays in order]
cell       delay (ps)
buf_8              80
nand2_4            40
fa_1              540
inv_2              40
fa_2              510
fa_2              570
o211ai_1           90
a2bb2oi_2         240
nor2_1             90
nor3_2            160
buf_2             110
[worst max-delay path by stage]
stage	cells past startpoint	from	endpoint	slack, ps
CTS	11	a[3]	rslt[5]	4
finish	11	b[3]	rslt[3]	100
global route	11	b[3]	rslt[3]	-20
[metrics by stage]
stage,setup TNS [ps],worst slack (ps),power (µW)
6_report,0,103.5,196.7
4_1_cts,0,4.028,190.1
3_5_place_dp,-3599,-804.7,173.5
5_1_grt,-31.65,-22.16,222.0
3_3_place_gp,-3451,-753.4,173.0
2_1_floorplan,0,405.2,99.62
[cells in the final DEF, fill, tap and decap left out, types with 3 or more instances in the layout]
cell             Yosys  layout
ha_4                 0       5
ha_1                24      18
o21ai_1              3       6
a21oi_1              8       6
fa_1                 6       4
nand2b_1             5       5
nand2_1             11       8
mux2i_1              4       4
nor2_1              12      11
inv_1               20      18
buf_2                0       3
clkdlybuf4s50_1      0       7
buf_4                1      26
buf_6                2       3
xor2_1               5       5
o21ai_0              8       5
[final cells by class]
class	count	area, µm²	area share (%)
Tap cell	67	83.83	5.198
Multi-Input combinational cell	110	1057	65.55
Timing Repair Buffer	46	396.6	24.59
Inverter	20	75.07	4.655
[cell families (layout without fill, tap and decap cells)]
group	count (synthesis)	after routing	share of synthesized area, %
XOR/XNOR	6	6	4.947
AND-OR/OR-AND	32	32	20.26
multiplexers	6	6	8.009
buffers and inverters	24	66	10.60
AND/OR/NAND/NOR	36	36	16.61
adder cells (fa/ha/maj)	30	30	39.58
Power figures rest on the tool's default switching activity, not on a simulated workload.
