**/design/flow/run.sh**
```bash
#!/bin/bash
# OpenROAD 26Q1-2900-gdf79404cd8, Yosys 0.63+post, stock flow scripts
make -C /OpenROAD-flow-scripts/flow DESIGN_CONFIG=/design/flow/config.mk WORK_HOME=/design/flow/orfs finish
```
**/design/flow/config.mk**
```make
export PLATFORM = sky130hd
export DESIGN_NAME = TrafficLight
export DESIGN_NICKNAME = TrafficLight
export VERILOG_FILES = /design/flow/design.v
export SDC_FILE = /design/flow/constraint.sdc
export NUM_CORES = 4
export LEC_CHECK = 1
export CORE_AREA = 10 10 88 88
export DIE_AREA = 0 0 98 98
```
**/design/flow/design.v**
```verilog
module TrafficLight(input clk,  
		    input rst,  
		    output reg [2:0] LED_NS, LED_WE);
parameter S0 = 6'b000001,    
	  S1 = 6'b000010,    
	  S2 = 6'b000100,    
	  S3 = 6'b001000,    
	  S4 = 6'b010000,    
	  S5 = 6'b100000;    
reg [5:0] state;
reg [3:0] count;
always@(posedge clk or posedge rst)
begin
if(rst) begin     
state <= S0;
count <= 0; end
else 
begin
case(state)
S0: begin 
	if(count == 4'd14)
	begin count <= 0;
	state <= S1; end
	else begin 
	count = count + 1; state <= S0; end end
S1: begin 
	if(count == 4'd2)
	begin count <= 0;
	state <= S2; end
	else begin 
	count = count + 1; state <= S1; end end
S2: begin 
	if(count == 4'd2)
	begin count <= 0;
	state <= S3; end
	else begin 
	count = count + 1; state <= S2; end end
S3: begin 
	if(count == 4'd14)
	begin count <= 0;
	state <= S4; end
	else begin 
	count = count + 1; state <= S3; end end
S4: begin 
	if(count == 4'd2)
	begin count <= 0;
	state <= S5; end
	else begin 
	count = count + 1; state <= S4; end end
S5: begin 
	if(count == 4'd2)
	begin count <= 0;
	state <= S0; end
	else begin 
	count = count + 1; state <= S5; end end
endcase
end
end
always@(*)
begin
case(state) 
S0: begin LED_NS = 3'b001;  LED_WE = 3'b100; end
S1: begin LED_NS = 3'b010;  LED_WE = 3'b100; end
S2: begin LED_NS = 3'b100;  LED_WE = 3'b100; end
S3: begin LED_NS = 3'b100;  LED_WE = 3'b001; end
S4: begin LED_NS = 3'b100;  LED_WE = 3'b010; end
S5: begin LED_NS = 3'b100;  LED_WE = 3'b100; end
endcase
end
endmodule
```
**/design/flow/constraint.sdc**
```tcl
current_design TrafficLight

set clk_period 2.7
set clk_io_pct 0.2

create_clock -name clk0 -period $clk_period [get_ports {clk}]

set non_clock_inputs [all_inputs -no_clocks]
set_input_delay [expr $clk_period * $clk_io_pct] -clock clk0 $non_clock_inputs
set_output_delay [expr $clk_period * $clk_io_pct] -clock clk0 [all_outputs]
```
==> reports/results.tsv <==
metric	value	unit
outcome	completed	
Mapped Cells	58	
Num CTS Buffers	3	
Worst Hold Class	flip-flop to flip-flop	
final WL	1.08	mm
final hold slack	0.558	ns
average footprint of a synthesized cell	10.6	sq um
Clock Tree Root	clkbuf_8	
Detailed Route Iter0 Violations	49	
Log Warnings	26	
Max Clock Freq	0.562	GHz
Critical Path, Cell by Cell	inv_1 -> ha_1 -> or3b_2 -> mux2i_1 -> nor3_1 -> a21o_1	
unrepaired setup endpoints after global routing	false	
pin count of the biggest net entering global routing	15	
type of element capturing the critical path	flip-flop	
Lkg Pwr	0.000355	uW
via count of the first global-routing pass	423	
Main area contributors	dfrtp_1, dlxtn_1, dfstp_2	
clock latency on the worst-skew pair	0.23	ns
fraction of layout cells with a size suffix above 1	16.7	%
top cell type by total area after synthesis	dfrtp_1	
Max rail drop VDD	0.170	mV
relative max-transition margin	69.6	%
antenna violations before repair	0	
number of gates resized after CTS	0	
share of flip-flops with an asynchronous set or reset	62.5	%
CTS Hold Bufs	0	
slew at the pin closest to its max-slew limit	0.455	ns
prevailing post-synth register cell	dfrtp_1	
crit path time final	1.78	ns
yosys cell count	58	
Site Rows	28	
routability congestion estimate	0.825	
flip-flops with a built-in enable	0	
share of power burned in registers	44.5	%
Critical Path Start Type	flip-flop	
chip area estimate from yosys synthesis	617	sq um
number of antenna-violating nets in the routed design	0	
average routed wire per standard cell	7.63	um
post-detailed-route via-to-cell ratio	3.05	
worst stage delay on the critical path	0.52	ns
Final Max Tran Viols	0	
CTS H-tree lvls	1	
DR vias	430	
Storage cell area	342	sq um
Clk pin slew, worst setup/hold paths	0.05	ns
Final setup viols	0	
area growth from synthesis to layout	32.7	%
Yosys cell types	27	
crit share post-route	65.9	%
Core Region	5920	sq um
relative contribution of combinational cells to total power	1.3	%
overflow left after global routing	0	
total of fill cells in the finished design	655	
netlist area before placement	617	sq um
proportion of power drawn by the clock network	54.1	%
Worst Path Class, Setup	flip-flop to flip-flop	
DRC violations left	0	
core utilization at floorplan	10.4	%
tally of buffers added on design ports	7	
Antenna Cells	0	
worst path arrival time	1.90	ns
total global-route track usage	2.40	%
ratio of total power to cell area	413	nW/um^2
clock tree from TritonCTS	yes	
proportion of total power due to net switching	17.2	%
total of warnings raised by yosys	1	
chip area	9600	sq um
switching component of the power	58.2	uW
number of detailed-route iterations in the first pass	4	
share of the synthesized area in the top cell type	36.5	%
global-route wire length before repair	1.95	mm
count of endpoints without a timing constraint	12	
final HPWL from detailed placement	831	um
Horiz. Die Dim	98	um
worst-path fanout max	6	
die boundary height	98	um
data required time at the worst endpoint	2.82	ns
tally of max-capacitance violations	0	
io pins	8	
number of hold-slack violations in the final timing report	0	
Longest Clk Path Bufs	2	
number of synthesized register bits	16	
Internal Dissipation	280	uW
logic area	246	sq um
Setup Buffers After CTS	0	
number of register pins that no clock reaches	6	
final-layout setup total negative slack	0	ns
master of the slowest instance on the critical path	or3b_2	
worst clock skew on the final layout	0.000616	ns
[metrics by stage]
step | cell area, sq um | worst slack [ns] | cells | total power (uW) | utilization (%)
floorplan | 617 | 1.03 | 58 | 155 | -
global placement | 763 | 0.932 | 137 | 157 | 12.9
detailed placement | 763 | 0.913 | 137 | 157 | 12.9
CTS | 818 | 0.907 | 141 | 346 | 13.8
global route | 818 | 0.768 | 141 | 355 | 13.8
finish | 818 | 0.921 | 141 | 338 | 13.8
[placed cells by master (no fill, tap or decap), types with 2 or more instances in the layout]
cell type,instances
a22o_1,3
clkbuf_8,4
clkdlybuf4s50_1,7
dfrtp_1,9
dlxtn_1,6
ha_1,2
inv_1,3
nand2_1,7
nand3_1,3
nor2_1,3
o21ai_0,2
o31ai_1,2
[worst paths after layout]
path | start | endpoint | slack [ns] | cells after the start
max | count[0]$_DFFE_PP0P_ | count[0]$_DFFE_PP0P_ | 0.92 | 6
min in group asynchronous | rst | count[0]$_DFFE_PP0P_ | 0.60 | 2
min reg2reg | count[1]$_DFFE_PP0P_ | count[1]$_DFFE_PP0P_ | 0.56 | 2
min | count[1]$_DFFE_PP0P_ | count[1]$_DFFE_PP0P_ | 0.56 | 2
max reg2reg | count[0]$_DFFE_PP0P_ | count[0]$_DFFE_PP0P_ | 0.92 | 6
max in group asynchronous | rst | state[0]$_DFF_PP1_ | 1.78 | 2
[layout make-up]
cell class                 instances  area share (%)
tap                               75            11.5
multi-input combinational         36            30.1
timing repair buffer               7            8.56
inverter                           3            1.38
clock buffer                       4            6.73
sequential                        16            41.7
[worst max-delay path, delay by kind of cell, from the launching register on]
kind	cells	cell delay, ns
AOI/OAI and AO/OA	1	0.17
buffers and inverters	1	0.07
DFF	1	0.41
and+or+nand+nor	2	0.60
adders and majority gates	1	0.23
muxes	1	0.19
[synth_stat cells, types with 2 or more instances]
cell and count:
o21ai_0 2, nand3_1 3, nor2_1 3, clkbuf_1 2, nand2_1 7, inv_1 3, dlxtn_1 6, a22o_1 3
ha_1 2, o31ai_1 2, dfrtp_1 9
[routing by layer]
layer,share of wire (%),wire length (um),vias to the layer above,GRT usage (%)
li1,-,-,221,-
met1,51,544,198,3.13
met2,36,383,11,3.05
met3,14,149,0,1.99
met4,0,0,0,0.224
met5,0,0,-,0
[power groups by stage]
stage     clock, uW  combinational, uW  sequential, uW
4_1_cts         190               4.83             150
5_1_grt         200               5.27             150
6_report        183               4.48             150
[logic make-up (layout without fill, tap and decap cells)]
| logic type | after synthesis | count (layout) | synth area share, % |
|---|---|---|---|
| AOI/OAI and AO/OA | 12 | 12 | 13.8 |
| DFF | 10 | 10 | 40.8 |
| and+or+nand+nor | 21 | 21 | 20.5 |
| latches | 6 | 6 | 14.6 |
| adders and majority gates | 2 | 2 | 4.06 |
| muxes | 1 | 1 | 1.62 |
| buffers and inverters | 6 | 14 | 4.67 |
Power is estimated from default activity; no workload was simulated.
